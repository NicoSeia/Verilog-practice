File: ./config.mk
export PLATFORM = sky130hd
export DESIGN_NAME = detector_secuencia
export DESIGN_NICKNAME = detector_secuencia
export VERILOG_FILES = /design/flow/design.v
export SDC_FILE = /design/flow/constraint.sdc
export NUM_CORES = 4
export LEC_CHECK = 1
export CORE_AREA = 10 10 70 70
export DIE_AREA = 0 0 80 80
File: ./constraint.sdc
current_design detector_secuencia

set clk_period 1.0
set clk_io_pct 0.2

create_clock -name clk0 -period $clk_period [get_ports {clk}]

set non_clock_inputs [all_inputs -no_clocks]
set_input_delay [expr $clk_period * $clk_io_pct] -clock clk0 $non_clock_inputs
set_output_delay [expr $clk_period * $clk_io_pct] -clock clk0 [all_outputs]
File: ./design.v
module detector_secuencia #(
    parameter s0 = 2'b00,
    parameter s1 = 2'b01,
    parameter s2 = 2'b10,
    parameter s3 = 2'b11
)(
    input wire clk, rst,
    input wire din,
    output reg found
);
    reg [1:0] state, next_state;
    always @(*) begin
        found = 1'b0;
        case (state)
            s0: next_state = din ? s1 : s0;
            s1: next_state = din ? s1 : s2;
            s2: next_state = din ? s3 : s0;
            s3: begin
                found = 1'b1;
                next_state = din ? s1 : s2;
            end
            default: next_state = s0;  
        endcase
    end
    always @(posedge clk) begin
        if (rst)
            state <= s0;
        else
            state <= next_state;
    end
endmodule
File: ./run.sh
#!/bin/bash
# OpenROAD 26Q1-2900-gdf79404cd8, Yosys 0.63+post, stock flow scripts
make -C /OpenROAD-flow-scripts/flow DESIGN_CONFIG=/design/flow/config.mk WORK_HOME=/design/flow/orfs finish
==> flow_summary_export.csv <==
group,metric,value,unit
status,status,"completed",
power_and_ir_drop,switchingPower,75.4,uW
power_and_ir_drop,power.share.clock,50.1,%
routing,vias_per_cell,1.64,
setup_path,cpLargestDelayFamily,"flip-flops",
clock_network,cts.clk_slew.worst_paths,40,ps
setup_path,cp-start-kind,"flop",
grt,grt_pass1_wl,531,microns
layout,area_delta_synth_final,85.7,%
layout,final_util,7.14,%
power_and_ir_drop,seq_power_share,43.8,%
floorplan,die_area,0.00640,sq mm
setup_path,path_max_fanout,2,
layout,final_cells,64,
setup_path,worstPathRequired,800,ps
routing,antenna_left,0,
power_and_ir_drop,p_int,317,uW
synth,synth.avg_cell_area,11.9,sq um
routing,via_count,105,
min_path,hold-path-endpoint,"state[3]$_DFF_P_",
synth,edf_count,0,
synth,synthCells,11,
power_and_ir_drop,p_leak,0.0000848,uW
layout,top_regs,"state x4",
routing,wl_per_cell,4.52,microns
synth,yosys_cells,11,
layout,fillers,409,
setup_path,crit_path_end_kind,"output port",
setup_path,r2r_end,"state[2]$_DFF_P_",
timing,timing.hold.ws,498,ps
setup_path,cp_cell_sequence,"clkbuf_2",
floorplan,fp_util,3.85,%
timing,clock.fmax,1150,MHz
routing,met2_wirelength,96,microns
setup_path,crit_type,"reg2out",
synth,ys_area,131,sq um
synth,ys_seq_elements,4,
routing,dr.pass1.iters,1,
layout,largest_reg_flops,4,
synth,synth.top_cell.area_share,61.0,%
routing,wl,289,microns
setup_path,r2r_cells,3,
timing,hold_viol_final,0,
clock_network,cts_buffer_depth,2,
min_path,min-delay-start,"state[1]$_DFF_P_",
routing,route.detailed.drc,0,
timing,setup_tns,0,ps
timing,finClkSkew,6.39,ps
clock_network,tritoncts,"built",
power_and_ir_drop,p_per_area,1610,mW/mm^2
timing,finalSetupViolCount,0,
synth,yosys-top-cells-count,"dfxtp_1 (4), nor2_1 (2)",
timing,period_used_share,87.2,%
synth,synth_area,131,sq um
synth,fa_ha_area_share,0,%
grt,grt-ovfl-total,0,
clock_network,cts_root_buf,"clkbuf_4",
synth,ys_sh_aoi,5.71,%
synth,simple_gate_share,33.3,%
setup_path,crit_arrival,670,ps
routing,antenna_cells,0,
clock_network,cts_sinks,4,
synth,ys_warn_count,1,
synth,netlist_logic_family_top,"simple AND/OR/NAND/NOR gates",
power_and_ir_drop,power,392,uW
routing,highest_layer,"met3",
timing,drv_slew,0,
synth,ys_types,7,
setup_path,cp_num_buf_inv,1,
run,max_cap_viol_count,0,
grt,grt_max_degree,5,
layout,top_register,"state",
timing,relSlewSlack,89.9,%
synth,async_reset_ff_share,0,%
placed_design,io_buffers,3,
timing,min_period,872,ps
placed_design,place_inst,61,
min_path,hold_class,"reg2reg",
floorplan,fp.dieW,80,microns
power_and_ir_drop,swShare,19.2,%
setup_path,rrSetupSlack,280,ps
floorplan,core_area,0.00342,sq mm
power_and_ir_drop,pwr-share-comb,6.1,%
synth,xor_area_share,0,%
synth,top_cells_by_area,"dfxtp_1 (61%), nor3b_2 (9.5%), nor3_2 (7.6%)",
timing,worst_slew_pin_slew,151,ps
timing,rsz0062_at_grt,"false",
placed_design,gp_congestion,0.570,
grt,grt_pass1_vias,122,
routing,m1WireLength,156,microns
clock_network,cts_buffers,3,
power_and_ir_drop,ir_drop,0.000587,V
placed_design,dp_hpwl,224,microns
synth,ys_sh_mux,0,%
run,tool_warnings,25,
floorplan,die_h,80,microns
setup_path,timing.rr.start,"state[3]$_DFF_P_",
grt,grt_antenna_before_repair,0,
synth,synth.most_common_cell,"dfxtp_1",
grt,grt.total_usage,1.11,%
synth,ys.flop_type,"dfxtp_1",
min_path,hold_depth,1,
synth,top_area_cell,"dfxtp_1",
floorplan,rows,21,
clock_network,postCtsHoldBufs,0,
synth,ys_seq_share,61.0,%
floorplan,ios,4,
setup_path,critPathMaxStageDelay,320,ps
setup_path,critPathSlowestCell,"dfxtp_1",
clock_network,htree_levels,1,
layout,drive_gt1_share,38.9,%
clock_network,insertion_delay,240,ps
routing,wl_met3,36,microns
routing,drtIter0Drc,0,
[layout make-up]
| type | instances | area, sq um | area share [%] |
|---|---|---|---|
| clock buffer | 3 | 22.5 | 9.23 |
| sequential | 4 | 80.1 | 32.8 |
| multi-input combinational | 7 | 51.3 | 21.0 |
| tap | 46 | 57.6 | 23.6 |
| timing repair buffer | 4 | 32.5 | 13.3 |
[per-layer routing]
metal	vias to the layer above	GRT usage [%]
met5	-	0
met3	0	1.25
li1	54	-
met2	6	1.12
met1	45	1.33
met4	0	0.528
[through the flow]
stage          cell area [sq um]  worst slack (ps)
2_1_floorplan                131               356
3_3_place_gp                 226             -14.5
3_5_place_dp                 226             -37.2
4_1_cts                      249              18.0
5_1_grt                      244              77.2
6_report                     244               128
[cell families (layout without fill, tap and decap cells)]
kind of cell,Yosys count,after routing
compound gates,1,1
buf+inv,0,7
flops,4,4
simple gates,6,6
[cell usage in the layout (no fill, tap or decap), drive strengths merged]
cell,n
clkbuf,4
nor3,2
dfxtp,4
and3b,1
clkdlybuf4s50,2
buf,1
nor3b,1
o21bai,1
nor2,2
[worst reg2reg max path, delay by kind of cell (launching register included)]
kind | cells | cell delay, ps
buf+inv | 1 | 130
flops | 1 | 300
simple gates | 2 | 180
[worst max path at each step]
stage / endpoint / from / slack, ps / cells past startpoint
global route: found / state[3]$_DFF_P_ / 80 / 1
finish: found / state[3]$_DFF_P_ / 130 / 1
CTS: found / state[3]$_DFF_P_ / 20 / 1
[power groups by stage]
stage	Sequential, uW	Combinational (uW)	Clock [uW]
4_1_cts	172	24.5	207
5_1_grt	172	26.9	228
6_report	172	23.9	197
[what timing repair did]
item                       in CTS  in global routing
setup buffers                   0                  0
gates resized                   2                  1
cloned                          0                  0
setup endpoints to repair       1                  1
pin swaps                       0                  0
Power and IR drop assume default switching activity.
