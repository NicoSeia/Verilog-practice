===== config.mk =====
export PLATFORM = sky130hd
export DESIGN_NAME = acumulador_controlado
export DESIGN_NICKNAME = acumulador_controlado
export VERILOG_FILES = /design/flow/design.v
export SDC_FILE = /design/flow/constraint.sdc
export NUM_CORES = 4
export LEC_CHECK = 1
export CORE_AREA = 10 10 70 70
export DIE_AREA = 0 0 80 80

===== constraint.sdc =====
current_design acumulador_controlado

set clk_period 4.7
set clk_io_pct 0.2

create_clock -name clk0 -period $clk_period [get_ports {clk}]

set non_clock_inputs [all_inputs -no_clocks]
set_input_delay [expr $clk_period * $clk_io_pct] -clock clk0 $non_clock_inputs
set_output_delay [expr $clk_period * $clk_io_pct] -clock clk0 [all_outputs]

===== design.v =====
module acumulador_controlado (
    input wire clk, rst, en,
    input wire [1:0] sel,
    input wire [3:0] in,
    output reg [3:0] acc,   
    output reg [3:0] next  
);
    always @(*) begin
        next = acc;
        case (sel)
            2'b00: next = acc + in;  
            2'b01: next = acc - in;  
            2'b10: next = acc ^ in;  
            2'b11: next = acc;       
        endcase
    end
    always @(posedge clk) begin
        if (rst)
            acc <= 4'b0000;   
        else if (en)
            acc <= next;
    end
endmodule

===== run.sh =====
#!/bin/bash
# OpenROAD 26Q1-2900-gdf79404cd8, Yosys 0.63+post, stock flow scripts
make -C /OpenROAD-flow-scripts/flow DESIGN_CONFIG=/design/flow/config.mk WORK_HOME=/design/flow/orfs finish

==> flow_summary_export.csv <==
group,metric,value,unit
yosys,synthTopCellsByArea,"dfxtp_1 (16%), ha_1 (10%), mux2i_1 (10%)",
yosys,ys_seq_share,16.3,%
place,place_congestion,0.796,
place,pre_cts_ws,0.223,ns
timing,hold_slack,0.541,ns
yosys,synth_area,492,µm²
global_route,grt_pass1_wl,2290,µm
run,maxCapViolCount,0,
floorplan,chip_area,6400,µm²
worst_setup_path,crit_family,"buffers and inverters",
route,antenna_left,0,
finish,largest_register_ffs,4,
yosys,synth.top_cell.area_share,16.3,%
yosys,synthTopCellsByCount,"nor2_1 (6), inv_1 (5), mux2i_1 (5), nand2_1 (5)",
yosys,top_cell,"nor2_1",
power,peakVddDrop,0.000102,V
global_route,grt_start_max_net_pins,9,
run,warnings,25,
finish,reg_top3,"acc x4",
finish,area_delta_synth_final,48.9,%
worst_setup_path,cp_slowest_stage_delay,0.53,ns
worst_setup_path,startpoint_type,"input port",
power,cellLeakagePower,0.306,nW
clock_network,cts_buffers,3,
clock_network,clockBufferDepth,2,
timing,setup_tns,0,ns
worst_setup_path,cp_slowest_cell,"clkdlybuf4s50_1",
hold_path,hold_path_class,"reg -> reg",
timing,hold_violations,0,
yosys,top_area_cell,"dfxtp_1",
floorplan,fp.dieH,80,µm
clock_network,hold_buffers,0,
worst_setup_path,crit_chain,"clkdlybuf4s50_1 > inv_1 > ha_1 > nor2_1 > xnor2_1 > ha_1 > a21oi_1 > nand2_1 > and3_4 > o31ai_2 > xor2_1 > clkdlybuf4s50_1",
finish,seq_area,80.1,µm²
finish,drive_gt1_share,15.2,%
yosys,ys_warn_count,1,
worst_setup_path,critPathArrivalTime,3.51,ns
worst_setup_path,critPathKind,"in -> out",
yosys,synth.lib_cells_used.distinct,28,
finish,top_register,"acc",
clock_network,htreeDepth,1,
clock_network,clockRootBuffer,"clkbuf_4",
run_status,status,"completed",
timing,fin_crit_sh,94.8,%
timing,max_clock_freq,224,MHz
clock_network,clock-sinks,4,
floorplan,row_count,21,
global_route,grt_usage,4.28,%
yosys,synth_chip_area,492,µm²
clock_network,cts_tree,"built",
timing,layout_min_cycle_time,4.45,ns
place,port_buffers,16,
route,via_per_inst,3.92,
power,p_total,0.000176,W
route,wl_per_cell,10.6,µm
route,first_iter_violations,42,
clock_network,clk_pin_slew,0.04,ns
yosys,async_flop_share,0,%
timing,slew_headroom,79.9,%
timing,fin_ws,0.245,ns
worst_setup_path,critPathRequiredTime,3.76,ns
route,vias,490,
finish,comb_area,378,µm²
finish,stdcell_area,732,µm²
floorplan,die_w,80,µm
place,hpwl,1090,µm
floorplan,coreArea,3420,µm²
yosys,synthCells,60,
clock_network,cts_setup_buffers,0,
timing,slew_viol_final,0,
timing,finalSetupViolations,0,
timing,rsz0062_at_grt,"false",
route,drc,0,
global_route,grt_pass1_vias,511,
route,drt-pass1-iter-count,3,
yosys,yosys-stat-cells,60,
finish,num-fill-cells,379,
yosys,synth-main-ff-cell,"dfxtp_1",
global_route,overflow,0,
route,diodes,0,
global_route,antenna_found_initial,0,
clock_network,worstSkewPairLatency,0.23,ns
worst_setup_path,cp-end-kind,"output port",
timing,fin_worst_skew,0.00204,ns
worst_setup_path,crit_buf_inv,3,
floorplan,io_pins,17,
worst_setup_path,worstPathMaxFanout,4,
route,wl,1320,µm
place,placedInstanceArea,709,µm²
power,powerDensity,240,nW/µm²
timing,worstMarginPinSlew,0.300,ns
yosys,synth_area_per_cell,8.20,µm²
yosys,ys_ff,4,
yosys,edf_count,0,
floorplan,core_util_floorplan,14.4,%
clock_network,cts-resized-gates,0,
worst register-to-register path: stages (launching register included):
cell and delay, ns:
dfxtp_1 0.41, ha_1 0.30, a21oi_1 0.14, nand2_1 0.10, and3_4 0.20, o21a_1 0.16
a211o_1 0.22
power breakdown:
group / internal, W / total, W / switching (W)
registers: 0.0000386 / 0.0000451 / 0.00000651
logic: 0.0000537 / 0.0000881 / 0.0000344
clock network: 0.0000286 / 0.0000428 / 0.0000143
cell type report:
type / instances / area share, %
Clock buffer: 3 / 3.08
Inverter: 5 / 2.56
Tap cell: 46 / 7.86
Sequential cell: 4 / 10.9
Timing Repair Buffer: 18 / 23.9
Multi-Input combinational cell: 49 / 51.6
worst paths after layout:
kind              startpoint  cells past startpoint       to  slack (ns)
setup / recovery       in[1]                     12  next[3]        0.25
hold reg to reg       acc[0]                      2   acc[0]        0.54
setup reg to reg      acc[2]                      6   acc[3]        3.07
hold / removal        acc[0]                      2   acc[0]        0.54
stage by stage:
| stage | utilization, % | instances |
|---|---|---|
| 4_1_cts | 21.4 | 125 |
| 2_1_floorplan | - | 60 |
| 6_report | 21.4 | 125 |
| 3_5_place_dp | 20.8 | 122 |
| 5_1_grt | 21.4 | 125 |
| 3_3_place_gp | 20.8 | 122 |
layout by cell type (no fill, tap or decap), types with 2 or more instances in the layout:
cell | synthesis | final
xor2_1 | 2 | 2
xnor2_1 | 3 | 3
mux2i_1 | 5 | 5
ha_1 | 4 | 4
nor2_1 | 6 | 6
nand2_1 | 5 | 5
nor2b_1 | 2 | 2
buf_4 | 0 | 2
inv_1 | 5 | 5
o21ai_0 | 2 | 2
a21oi_1 | 4 | 4
clkbuf_4 | 0 | 3
nand3b_1 | 2 | 2
dfxtp_1 | 4 | 4
clkdlybuf4s50_1 | 0 | 16
layer usage:
layer	global-route usage, %	share of wire, %
met5	0	0
met3	2.05	11
met1	5.45	46
met2	6.34	41
met4	1.06	1.6
kinds of logic (layout without fill, tap and decap cells):
group                    count (synthesis)  count (layout)  share of synthesized area, %
AND-OR/OR-AND                           11              11                          14.8
XOR/XNOR                                 5               5                          8.91
adder cells (fa/ha/maj)                  5               5                          14.2
buffers and inverters                    7              26                          6.87
flip-flops                               4               4                          16.3
multiplexers                             5               5                          10.2
AND/OR/NAND/NOR                         23              23                          28.8
No activity file was given, so power comes from the tool's default toggle rates.
