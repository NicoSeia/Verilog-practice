$ cat flow/run.sh
#!/bin/bash
# OpenROAD 26Q1-2900-gdf79404cd8, Yosys 0.63+post, stock flow scripts
make -C /OpenROAD-flow-scripts/flow DESIGN_CONFIG=/design/flow/config.mk WORK_HOME=/design/flow/orfs finish
$ cat flow/config.mk
export PLATFORM = sky130hd
export DESIGN_NAME = mini_alu
export DESIGN_NICKNAME = mini_alu
export VERILOG_FILES = /design/flow/design.v
export SDC_FILE = /design/flow/constraint.sdc
export NUM_CORES = 4
export LEC_CHECK = 1
export CORE_AREA = 10 10 70 70
export DIE_AREA = 0 0 80 80
$ cat flow/constraint.sdc
current_design mini_alu

set clk_period 2.7
set clk_io_pct 0.2

create_clock -name clk0 -period $clk_period

set non_clock_inputs [all_inputs -no_clocks]
set_input_delay [expr $clk_period * $clk_io_pct] -clock clk0 $non_clock_inputs
set_output_delay [expr $clk_period * $clk_io_pct] -clock clk0 [all_outputs]
$ cat flow/design.v
module mini_alu (
    input wire [3:0] a,
    input wire [3:0] b,
    input wire [1:0] sel,
    output reg [3:0] y
);
    always @(*) begin
        case (sel)
            2'b00: y = a & b;         
            2'b01: y = a | b;         
            2'b10: y = a + b;         
            2'b11: y = a - b;         
            default: y = 4'b0000;     
        endcase
    end
endmodule
==> reports/summary.log <==
INFO  job            warnings=36
INFO  cells_and_area final_layout_top_logic_cells=buf_4, nand2_1, dlygate4sd2_1
INFO  global_route   first_global_vias=458
INFO  power          leakage=0.000325uW
INFO  yosys          synth.lib_cells_used.distinct=23
INFO  cells_and_area fin_cells=128
INFO  worst_hold_path min_path_type=in -> out
INFO  placement      place.detailed.hpwl=995um
INFO  placement      placedCellCount=125
INFO  drt            final_antenna_net_count=0
INFO  placement      dpl_cell_area=658squm
INFO  final_timing   transition_time_of_the_tightest_slew_check_pin=293ps
INFO  global_route   globalRoute.totalOverflow=0
INFO  cells_and_area fill_cells=384
INFO  yosys          synth_cells=51
INFO  die            ios=14
INFO  final_timing   rsz0062_at_grt=true
INFO  placement      placement.io_buffers=14
INFO  critical_path  cp.arrival=2350ps
INFO  placement      finalWeightedCongestion=0.828
INFO  critical_path  critical_path.endpoint_type=output pin
INFO  die            die-height=80um
INFO  final_timing   period_minus_slack=2890ps
INFO  global_route   grt_max_degree=11
INFO  drt            total_via_count_in_the_routed_design=450
INFO  yosys          synth-warning-count=1
INFO  critical_path  crit_type=in -> out
INFO  die            die-width=80um
INFO  final_timing   post-route-period-util=1.07
INFO  critical_path  cp_max_fo=3
INFO  final_timing   post-route-worst-setup-slack=-186ps
INFO  critical_path  timing.critical_path.to=y[3]
INFO  die            core.rowCount=21
INFO  power          comb_power_share=1.000
INFO  power          ir_drop=0.0546mV
INFO  yosys          synth_stat.cells=51
INFO  power          powerDensity=189mW/mm^2
INFO  final_timing   slew_viol_final=0
INFO  power          switching_power_total=56.0uW
INFO  drt            routed_wl=1.14mm
INFO  power          sequentialPowerShare=0
INFO  yosys          yosys-stat-area=344squm
INFO  drt            route.detailed.vias_per_inst=3.52
INFO  power          switch_share=0.411
INFO  drt            drt_iter0_markers=9
INFO  final_timing   final_hold_viol_count=0
INFO  final_timing   finalSetupViolations=1
INFO  cells_and_area layout.cells.most_common=buf_4
INFO  global_route   antenna_found_initial=0
INFO  global_route   grt_pass1_wl=1.96mm
INFO  power          cellInternalPower=80.1uW
INFO  cells_and_area seq_area=0squm
INFO  cells_and_area design.seq.count=0
INFO  die            die_size=0.00640sqmm
INFO  cells_and_area area_added_between_synthesis_and_finish=109%
INFO  power          fraction_of_power_consumed_by_the_clock_network=0
INFO  run_status     violations=negative setup slack
INFO  clock_tree     cts.hold.buffers_added=0
INFO  yosys          post_synth.cell_area_avg=6.75squm
INFO  final_timing   maxSlewHeadroom=0.803
INFO  die            core_density_at_floorplan=0.101
INFO  cells_and_area final_layout_size_suffix_gt1_frac=0.463
INFO  cells_and_area logic_area=357squm
INFO  critical_path  crit_start=b[0]
INFO  cells_and_area final_core_utilization=0.210
INFO  final_timing   fmax=346MHz
INFO  die            core-area=0.00342sqmm
INFO  yosys          yosysSeqAreaShare=0
INFO  cells_and_area final_area=718squm
INFO  cells_and_area nClkBuffers=0
INFO  drt            antenna_cells_inserted=0
INFO  job            drv.max_cap_violation_count=0
INFO  drt            drt-pass1-iter-count=3
INFO  yosys          post_synth_instance_area=344squm
INFO  drt            routed_wire_length_per_instance=8.88um
INFO  critical_path  start_kind=input pin
INFO  global_route   track_usage=0.0356
INFO  run_status     status=finished, violations left
INFO  drt            drc_errors=0
INFO  critical_path  cp.required=2160ps
## per-layer routing
metal | global-route usage | wire length [um] | up-vias
met1 | 0.0457 | 563 | 204
li1 | - | - | 238
met3 | 0.00568 | 56 | 0
met5 | 0 | 0 | -
met2 | 0.0642 | 517 | 8
met4 | 0 | 0 | 0
## cell usage after synthesis, types with 2 or more instances
master / number / area [sq um]
maj3_1: 2 / 20.0
inv_1: 7 / 26.3
o21ai_0: 4 / 20.0
ha_1: 6 / 75.1
clkbuf_1: 2 / 7.51
a21oi_1: 3 / 15.0
nand2_1: 7 / 26.3
nor2_1: 4 / 15.0
a21oi_2: 2 / 17.5
## final cells by class
type,count,share of cell area
inverters,7,0.0436
repair buffers,33,0.380
multi-input cells,42,0.497
well taps,46,0.0801
## worst min-delay path by stage
stage	startpoint	to	slack (ps)	cells past startpoint
CTS	sel[0]	y[3]	1610	5
global route	sel[0]	y[3]	1630	5
finish	sel[0]	y[3]	1600	5
## worst max-delay path, cell delays in order
cell,delay [ps]
buf_8,80
inv_4,30
ha_4,140
a21oi_2,110
xnor2_1,90
ha_1,340
a21oi_2,150
o21ai_2,80
or2_0,200
a311o_1,360
a21oi_2,130
buf_2,100
## power by group through the flow
stage | logic [uW] | clock network [uW] | registers, uW
4_1_cts | 138 | 0 | 0
5_1_grt | 152 | 0 | 0
6_report | 136 | 0 | 0
## metrics by stage
step           setup TNS [ps]  total power (uW)  hold slack [ps]  setup slack (ps)
2_1_floorplan               0              54.7             1270              69.6
3_3_place_gp            -2190               121             2300              -996
3_5_place_dp            -2290               125             2300             -1050
4_1_cts                  -215               138             1610              -215
5_1_grt                  -312               152             1630              -312
6_report                 -186               136             1600              -186
## repair_timing
action | 4_1_cts | 5_1_grt
pin swaps | 15 | 4
setup buffers | 3 | 0
hold endpoints to repair | 0 | 0
resized | 42 | 2
setup endpoints to repair | 3 | 2
## kinds of logic (layout without fill, tap and decap cells)
logic type,after synthesis,after routing,synth area share
compound gates,13,13,0.258
xor+xnor,2,2,0.0509
fa+ha+maj,9,9,0.335
buf+inv,9,40,0.0982
mux,1,1,0.0291
simple gates,17,17,0.229
Power figures rest on the tool's default switching activity, not on a simulated workload.
